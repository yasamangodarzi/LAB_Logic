## flow/design.v

```verilog
`timescale 1ns / 1ps
module FSM(
   input [3:0]  orginal_pass,
   input        request,
	input  [3:0] din,
	input        RST ,
	input        CLK ,
	input        confirm ,
	input  [3:0] pass_data ,
	output reg      en_left ,
	output reg      en_right ,
	output reg [3:0] dout
);
  reg [2:0] Prstate, Nxtstate;
  parameter S0 = 3'b000 , S1 = 3'b001 , S2 = 3'b101 , S3 = 3'b111 , S4 = 3'b110 , S5 = 3'b011 , S6 = 3'b100;
   always @ (posedge CLK or negedge RST)
      if (~RST) Prstate = S0;   
      else Prstate = Nxtstate;  
   always @ (Prstate or confirm or request or din or pass_data or orginal_pass)      
         case (Prstate)
            S0: if (~request) Nxtstate = S0;
					 else Nxtstate = S1;	 
            S1: if(~request) Nxtstate = S0;  
					 else if (request & ~confirm) Nxtstate = S1;  
                else if(request & confirm & orginal_pass == pass_data) Nxtstate = S2;
                else if(request & confirm & orginal_pass != pass_data) Nxtstate = S3;
            S2: if(~request) Nxtstate = S0;  
					 else if (request & ~confirm) Nxtstate = S2;  
					 else if (request & confirm) Nxtstate = S4;  
            S3: if(~request) Nxtstate = S0; 
					 else if (request & confirm) Nxtstate = S4;
				S4: if( request & din[0] == 1'b1)  Nxtstate = S6; 
					 else if( request & din[0] == 1'b0)  Nxtstate = S5; 	
         endcase
	always @ (Prstate or confirm or request or din)       
         case (Prstate)
            S0: 
				  begin  
				   en_left=1'b0 ; 
				   en_right=1'b0 ; 
				  end
            S1: 
				  begin  
				   en_left=1'b0 ; 
					en_right=1'b0 ;
				  end
            S2: 
				  begin 
				   en_left=1'b0 ;
					en_right=1'b0 ;
				  end
            S3:
				  begin 
				   en_left=1'b0 ; 
					en_right=1'b0 ;
				  end
            S4:
				  begin 
				  dout = din;
				  if (din[0]==1'b0) 
				     begin 
					    en_right=1'b1;
						 en_left=1'b0;
					 end
				  else if (din[0]==1'b1)
				     begin 
					   en_right=1'b0;
						en_left=1'b1;
					  end
				 end
         endcase
endmodule
`timescale 1ns / 1ps
module System(
   input [3:0]  orginal_pass,
   input        request,
	input  [3:0] din,
	input        RST ,
	input        CLK ,
	input        confirm ,
	input  [3:0] pass_data ,
	output   [3:0] qout_left,
	output   [3:0] qout_right
);
	wire en_left ;
	wire en_right ;
	wire doutt;
	FSM fsm(orginal_pass, request, din, RST , CLK , confirm , pass_data ,en_left , en_right , doutt);
	register left_reg(doutt, CLK, RST, en_left,  qout_left);
	register right_reg(doutt, CLK, RST, en_right,  qout_right);
endmodule
`timescale 1ns / 1ps
module register(input [3:0] D, input Clk,
	input reset, input load, output reg [3:0] Q);
	always @(posedge Clk)
		if (~reset)
		begin
			Q <= 4'b0;
		end else if (load) begin
			Q <= D;
		end
endmodule 
```

## flow/run.sh

```bash
#!/bin/bash
# OpenROAD 26Q1-2900-gdf79404cd8, Yosys 0.63+post, stock flow scripts
make -C /OpenROAD-flow-scripts/flow DESIGN_CONFIG=/design/flow/config.mk WORK_HOME=/design/flow/orfs finish
```

## flow/config.mk

```make
export PLATFORM = sky130hd
export DESIGN_NAME = System
export DESIGN_NICKNAME = System
export VERILOG_FILES = /design/flow/design.v
export SDC_FILE = /design/flow/constraint.sdc
export NUM_CORES = 4
export LEC_CHECK = 1
export CORE_AREA = 10 10 75 75
export DIE_AREA = 0 0 85 85
```

## flow/constraint.sdc

```tcl
current_design System

set clk_period 1.1
set clk_io_pct 0.2

create_clock -name clk0 -period $clk_period [get_ports {CLK}]

set non_clock_inputs [all_inputs -no_clocks]
set_input_delay [expr $clk_period * $clk_io_pct] -clock clk0 $non_clock_inputs
set_output_delay [expr $clk_period * $clk_io_pct] -clock clk0 [all_outputs]
```

==> impl_metrics.csv <==
group,metric,value,unit
run_status,outcome,"finished, final reports clean",
clocking,cts_made_buffers,3,
placement,gp_congestion,0.741,
synth,synth_flops,11,
placement,dp_slack,0.104,ns
clocking,cts_tree,"built",
flow_run,warning_count,28,
grt,grt_max_degree,13,
critical_path,end_kind,"primary output",
timing,final.setup.tns,0,ns
route,drc_errors,0,
clocking,clock_latency,0.22,ns
power_and_ir_drop,power-per-cell-area,849,nW/um2
clocking,cts.htree.levels,1,
timing,fin_crit,0.968,ns
critical_path,worstPathRequired,0.88,ns
finish,drive_gt1_share,12.9,%
power_and_ir_drop,p_seq_share,31.5,%
route,first_pass_iters,5,
synth,area_leaders,"dfrtp_1, dlxtn_1, buf_4, dfxtp_1, xor2_1",
power_and_ir_drop,clockPowerShare,54.8,%
critical_path,critPathMaxFanout,2,
synth,synth-edff-count,0,
synth,common_cells,"buf_4, dlxtn_1, a21oi_1, nand2_1, xor2_1",
power_and_ir_drop,switching_share,18.6,%
synth,ys_top_logic_family,"simple AND/OR/NAND/NOR gates",
synth,yosysMostFrequentCell,"buf_4",
synth,top_area_share,15.5,%
critical_path,path_buffers,1,
clocking,post_cts_buffers,0,
clocking,clk_pin_slew,0.03,ns
synth,yosys_warnings,5,
placement,port_buffers,14,
timing,fmax,1030,MHz
synth,synthAdderAreaFrac,0,%
grt,antenna_found_initial,0,
clocking,cts_max_path_buffers,2,
power_and_ir_drop,p_leak,0.298,nW
power_and_ir_drop,internal_power,0.489,mW
grt,grt-ovfl-total,0,
synth,ys_area,485,um2
floorplan,die_height,85,um
clocking,cts-root-buf,"clkbuf_8",
floorplan,rows,23,
route,drt-total-wl,1050,um
synth,top_area_cell,"dfrtp_1",
timing,drv_slew,0,
floorplan,io_pins,24,
synth,simple_gate_share,18.8,%
finish,area_delta_synth_final,45.6,%
route,vias,401,
power_and_ir_drop,p_switching,0.111,mW
synth,synth.avg_cell_area,9.16,um2
timing,unclocked_pins,6,
floorplan,chip_area,7230,um2
timing,finalHoldViolCount,0,
synth,synth.distinct_cells,26,
timing,clock-skew-final,0,ns
timing,untimed_endpoints,9,
timing,setup_ws,0.132,ns
worst_hold_path,hold_path_class,"in -> async",
placement,dpl_cell_area,662,um2
route,post_drt_wl_per_cell,8.78,um
synth,mux_share,6.44,%
grt,grt_pass1_vias,397,
synth,ff_type,"dlxtn_1",
route,routed_via_density,3.34,
placement,dp_hpwl,886,um
clocking,post_cts_resized,4,
power_and_ir_drop,power,0.600,mW
finish,finalInstanceArea,707,um2
power_and_ir_drop,p_comb_share,13.7,%
synth,syn_area,485,um2
critical_path,cpPeakStageDelay,0.30,ns
synth,syn_inst,53,
floorplan,core,4060,um2
floorplan,die_w,85,um
critical_path,worstPathCellList,"dlygate4sd2_1",
critical_path,arrival,0.75,ns
route,antenna_violating_nets_post_route,0,
synth,ys_sh_aoi,12.1,%
floorplan,fp-utilization,12.0,%
grt,grt_first_pass_wirelength,1780,um
clocking,cts-hold-fix-buffers,0,
timing,setup_viol,0,
route,drt_iter0_drc,10,
synth,synth_xor_xnor_area_share,7.22,%
critical_path,slowest_stage,"dfxtp_2",
critical_path,cp_top_family,"flip-flops",
critical_path,start_kind,"flop",
grt,grt_usage,2.84,%
timing,rsz0062_at_grt,"no",
flow_run,cap_violations,0,
route,antenna_cells,0,
synth,ys_cells,53,
timing,fin_crit_sh,88.0,%
critical_path,worst-setup-path-type,"reg -> out",
finish,fillers,440,
synth,postSynth.asyncResetShare,27.3,%
power_and_ir_drop,peakVddDrop,0.237,mV
-- final timing paths --
path                                        startpoint                          end  slack [ns]  cells past startpoint
hold reg to reg            right_reg.Q[0]$_SDFFE_PN0P_  right_reg.Q[0]$_SDFFE_PN0P_        0.51                      2
min in group clk0          right_reg.Q[0]$_SDFFE_PN0P_  right_reg.Q[0]$_SDFFE_PN0P_        0.51                      2
setup reg to reg            left_reg.Q[0]$_SDFFE_PN0P_   left_reg.Q[0]$_SDFFE_PN0P_        0.49                      2
max in group asynchronous                          RST     fsm.Prstate[2]$_DFF_PN0_        0.68                      2
hold / removal                                     RST     fsm.Prstate[0]$_DFF_PN0_        0.32                      2
setup / recovery           right_reg.Q[0]$_SDFFE_PN0P_                qout_right[0]        0.13                      1
-- layout make-up --
cell class	count	area, um2	area share, %
multi-input combinational	38	239	33.8
sequential	11	208	29.4
timing repair buffer	15	145	20.5
tap	50	62.6	8.85
clock buffer	4	45.0	6.37
inverter	2	7.51	1.06
-- flip-flops by register name (all words and copies together) (netlist names) --
name	flops
fsm.Nxtstate	3
fsm.Prstate	3
fsm.dout	1
fsm.en_left	1
fsm.en_right	1
left_reg.Q	1
right_reg.Q	1
-- worst reg2reg max path, stage by stage (launching register included) --
cell and delay (ns):
dfxtp_2 0.30, mux2i_1 0.13, nor2b_1 0.06
-- through the flow --
stage	cells	hold WS [ns]	util, %
finish	120	0.325	17.4
global route	120	0.333	17.4
floorplan	58	-0.0756	-
global placement	116	0.501	16.3
detailed placement	116	0.515	16.3
CTS	120	0.320	17.4
-- cell families (layout without fill, tap and decap cells) --
logic type	after synthesis	count (layout)
compound gates	10	10
xor+xnor	4	4
buf+inv	9	21
flops	5	5
latches	6	6
mux	3	3
other cells	1	6
simple gates	15	15
-- cells in the final DEF, fill, tap and decap left out --
master,instances
dlxtp_1,1
and2b_1,1
clkbuf_1,1
nor2b_2,1
nand3b_1,2
and2_1,1
dlygate4sd2_1,2
and2_4,1
dlxtn_1,5
o21ai_1,1
dfrtp_1,3
a22o_1,1
and3_1,1
conb_1,6
inv_1,2
o221ai_1,1
xor2_1,4
a21oi_1,4
o21ai_0,2
buf_4,1
nor4_1,1
nand2_1,4
o22ai_1,1
mux2_2,1
dfxtp_2,2
nand3_1,1
nor2b_1,2
clkdlybuf4s50_1,12
mux2i_1,2
clkbuf_8,3
-- power groups by stage --
stage	Clock [mW]	Sequential (mW)	Combinational [mW]
final	0.329	0.189	0.0819
after global routing	0.359	0.189	0.0903
after CTS	0.340	0.189	0.0832
-- routing by layer --
metal / routed length, um / track usage, % / vias to the layer above
li1: - / - / 201
met1: 450 / 3.42 / 178
met2: 488 / 4.43 / 20
met3: 80 / 1.06 / 2
met4: 36 / 1.20 / 0
met5: 0 / 0 / -
Power and IR drop assume default switching activity.
