==> design/flow/design.v <==
`timescale 1ns / 1ps
module ALU (output [3:0] out, input [1:0] A,input [1:0] B, input [1:0]S );
	assign out = S[1] ? (S[0] ? A * B : (A + B) ) : (S[0] ? {2'b00,~(A & B)} : {2'b00,~A});
endmodule
==> design/flow/run.sh <==
#!/bin/bash
# OpenROAD 26Q1-2900-gdf79404cd8, Yosys 0.63+post, stock flow scripts
make -C /OpenROAD-flow-scripts/flow DESIGN_CONFIG=/design/flow/config.mk WORK_HOME=/design/flow/orfs finish
==> design/flow/config.mk <==
export PLATFORM = sky130hd
export DESIGN_NAME = ALU
export DESIGN_NICKNAME = ALU
export VERILOG_FILES = /design/flow/design.v
export SDC_FILE = /design/flow/constraint.sdc
export NUM_CORES = 4
export LEC_CHECK = 1
export CORE_AREA = 10 10 70 70
export DIE_AREA = 0 0 80 80
==> design/flow/constraint.sdc <==
current_design ALU

set clk_period 1.9
set clk_io_pct 0.2

create_clock -name clk0 -period $clk_period

set non_clock_inputs [all_inputs -no_clocks]
set_input_delay [expr $clk_period * $clk_io_pct] -clock clk0 $non_clock_inputs
set_output_delay [expr $clk_period * $clk_io_pct] -clock clk0 [all_outputs]
==> run_results.csv <==
group,metric,value,unit
run_status,status,"finished, final reports clean",
power,power_switching_share,36.3,%
route,drtIter0Drc,2,
setup_path,end_kind,"primary output",
floorplanning,fp.dieH,80,µm
grt,grt_pass1_wl,1050,µm
job,cap_violations,0,
placement,globalplace.congestion,0.766,
cells_and_area,flop_area,0,µm²
route,first_pass_iters,2,
logic_synthesis,syn_area,178,µm²
floorplanning,num_rows,21,
cells_and_area,clock_buffers,0,
hold_path,min_path_type,"in -> out",
cells_and_area,flops,0,
logic_synthesis,yosys-stat-area,178,µm²
power,ir_drop,0.0000760,V
power,comb_power_share,100.0,%
setup_path,startpoint_type,"primary input",
grt,antenna_found_initial,0,
floorplanning,chipArea,6400,µm²
cells_and_area,area_growth,119,%
grt,gr-total-overflow,0,
logic_synthesis,yosys-top-cells-area,"ha_1 35%, mux4_1 15%, mux4_2 13%",
power,clkPwrFrac,0,%
logic_synthesis,yosys_warnings,0,
setup_path,path_class,"in -> out",
route,dr_total_vias,180,
cells_and_area,lay_top_cells,"4 x inv_1, 4 x ha_4, 4 x buf_6",
power,p_switching,0.0000246,W
final_timing,fmax,0.532,GHz
final_timing,period_used_share,98.9,%
logic_synthesis,yosys.area.top_type_share,35.2,%
final_timing,final.min_clock_period,1.88,ns
setup_path,arrival,1.50,ns
power,power_leakage,0.167,nW
setup_path,worst_ep_required_time,1.52,ns
cells_and_area,layout-drive-gt1-share,60.0,%
logic_synthesis,ys_types,9,
route,finalWirelength,656,µm
clock_tree,hold_buffers,0,
logic_synthesis,yosys_cells,18,
route,wl_per_cell,8.63,µm
placement,dp.cells,76,
final_timing,rsz0062_at_grt,"no",
logic_synthesis,yosysTopAreaCell,"ha_1",
route,avgViaCountPerCell,2.37,
power,pwr_density_cell,174,nW/µm²
final_timing,tightestPinTransition,0.205,ns
cells_and_area,final_cell_count_no_fill,76,
final_timing,maxSlewViolCount,0,
route,drcViolationCount,0,
grt,grt_pass1_vias,210,
logic_synthesis,synthCells,18,
placement,hpwl,549,µm
route,diodes,0,
route,antenna_left,0,
job,tool_warnings,33,
final_timing,hold_slack,1.24,ns
floorplanning,coreArea,3420,µm²
floorplanning,fp_util,5.20,%
logic_synthesis,synth_seq_share,0,%
power,power.internal,0.0000432,W
grt,grt_usage,1.99,%
placement,port_buffers,10,
floorplanning,die_x,80,µm
logic_synthesis,avgSynthCellArea,9.87,µm²
final_timing,slew-limit-headroom,86.3,%
final_timing,setup_viol,0,
cells_and_area,fill_cells,405,
grt,grt_max_degree,6,
setup_path,crit_start,"B[1]",
setup_path,crit_fanout,2,
final_timing,hold_viol_final,0,
floorplanning,ioPinCount,10,
hold_path,min_from,"A[1]",
power,pwr-share-seq,0,%
==> power groups by stage <==
stage | clock (W) | combinational [W] | sequential (W)
4_1_cts | 0 | 0.0000640 | 0
5_1_grt | 0 | 0.0000747 | 0
6_report | 0 | 0.0000678 | 0
==> worst max-delay path, cell delays in order <==
cell	delay, ns
buf_4	0.13
ha_4	0.23
xor2_1	0.15
mux4_2	0.47
buf_2	0.14
==> path summary, 6_finish.rpt <==
kind	end	depth (start not counted)	slack (ns)
min	out[1]	4	1.24
max	out[1]	5	0.02
==> through the flow <==
stage / utilization, % / power (W) / setup TNS (ns) / cell area [µm²] / setup WS, ns
finish: 11.4 / 0.0000678 / 0 / 389 / 0.0201
global route: 11.4 / 0.0000747 / 0 / 389 / 0.00128
CTS: 10.8 / 0.0000640 / 0 / 369 / 0.00515
detailed placement: 10.3 / 0.0000625 / -2.55 / 350 / -0.746
global placement: 10.3 / 0.0000611 / -2.50 / 350 / -0.735
floorplan: - / 0.0000233 / 0 / 178 / 0.214
==> what timing repair did <==
item | in CTS | in global routing
pin swaps | 5 | 6
resized | 40 | 3
setup buffers | 0 | 0
setup endpoints to repair | 4 | 2
==> kinds of logic (layout without fill, tap and decap cells) <==
family,Yosys count,count (layout),share of synthesized area [%]
xor+xnor,1,1,4.93
fa+ha+maj,5,5,35.2
mux,2,2,27.5
simple gates,5,5,18.3
compound gates,1,1,5.63
buf+inv,4,16,8.45
==> layout make-up <==
class	count	area (µm²)	area share (%)
Multi-Input combinational cell	14	214	55.0
Timing Repair Buffer	12	103	26.4
Tap cell	46	57.6	14.8
Inverter	4	15.0	3.86
==> routing by layer <==
metal | GRT usage (%) | share of wire (%) | wire, µm
met4 | 0 | 0 | 0
met5 | 0 | 0 | 0
met1 | 3.51 | 67 | 442
met2 | 2.49 | 28 | 185
met3 | 0.227 | 4.3 | 28
==> cell usage after synthesis <==
master,count
a211o_2,1
and2_1,2
and3_1,2
ha_1,5
inv_1,4
mux4_1,1
mux4_2,1
or2b_1,1
xor2_1,1
No activity file was given, so power comes from the tool's default toggle rates.
