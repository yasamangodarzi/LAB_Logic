===== constraint.sdc =====
current_design circut

set clk_period 1.2
set clk_io_pct 0.2

create_clock -name clk0 -period $clk_period [get_ports {CLK}]

set non_clock_inputs [all_inputs -no_clocks]
set_input_delay [expr $clk_period * $clk_io_pct] -clock clk0 $non_clock_inputs
set_output_delay [expr $clk_period * $clk_io_pct] -clock clk0 [all_outputs]

===== config.mk =====
export PLATFORM = sky130hd
export DESIGN_NAME = circut
export DESIGN_NICKNAME = circut
export VERILOG_FILES = /design/flow/design.v
export SDC_FILE = /design/flow/constraint.sdc
export NUM_CORES = 4
export LEC_CHECK = 1
export CORE_AREA = 10 10 70 70
export DIE_AREA = 0 0 80 80

===== design.v =====
`timescale 1ns / 1ps
module  circut(
	input RST ,
	input CLK ,
	input A ,
	input B ,
	output Y,
	output Z,
	output X,
	output R,
	output S);
		wire A1,A2,A3,A4;
		assign S = B & A3;
		assign A1 = A | S;
		assign A2 = ~(A1 | A4);
	   dff df1(RST,CLK,A1,Y,A4),
			 df2(RST,CLK,A2,X,A3);
		assign R = B & A3;
		assign Z = A4 | R;
endmodule
`timescale 1ns / 1ps
`timescale 1 ns/1 ns
module dff (rst,CLK,D,Q,QP);
	input CLK,D,rst;
	output Q , QP;
	reg Q , QP;
	always @(posedge rst or negedge CLK)
			begin
				if (rst)
					begin
						Q <= 1'b0;
						QP <= 1'b1;
					end
				else
					begin
						Q <= D;
						QP <= ~D;
					end
			end
endmodule

===== run.sh =====
#!/bin/bash
# OpenROAD 26Q1-2900-gdf79404cd8, Yosys 0.63+post, stock flow scripts
make -C /OpenROAD-flow-scripts/flow DESIGN_CONFIG=/design/flow/config.mk WORK_HOME=/design/flow/orfs finish

==> impl_metrics.toml <==
# implementation run metrics
[final_timing]
hold_viol_final = 0
final_max_slew_viol_count = 0
worst-slew-pin-transition_ps = 174.8
setup_slack_ps = -721.7
setup_viol_count_final = 5
rsz0062_at_grt = "true"
max-slew-margin-rel = 0.8827
setup_tns_ps = -2776
fin_worst_skew_ps = 35.70

[synthesis]
ys_warn_count = 1
synth.largest_area_cell = "sky130_fd_sc_hd__dfstp_2"
synthDistinctLibCells = 9
synth.cell_area_um2 = 163.9
post_synthesis_cell_count_from_yosys = 13
postSynth.asyncResetShare = 1.000
synth.yosys.chip_area_um2 = 163.9
post_synth_inst_count = 13
post_synth.cell_area_avg_um2 = 12.61
synth_seq_share = 0.6260
ys.flop_type = "sky130_fd_sc_hd__dfstp_2"
ys_top_cells_by_count = "2 x sky130_fd_sc_hd__a21o_2, 2 x sky130_fd_sc_hd__dfrtn_1, 2 x sky130_fd_sc_hd__dfstp_2, 2 x sky130_fd_sc_hd__inv_1"
area_leaders = "sky130_fd_sc_hd__dfstp_2 32%, sky130_fd_sc_hd__dfrtn_1 31%, sky130_fd_sc_hd__a21o_2 11%, sky130_fd_sc_hd__a211o_1 5.3%, sky130_fd_sc_hd__a211oi_1 4.6%"
synth.ff_latch_count = 4
synth-edff-count = 0
post-synth-top-area-fraction = 0.3206

[cells_and_area]
finalNonFillerCells = 74
drive_above_1_share = 0.6429
nFillCells = 403
finish.utilization = 0.1000
area_growth_pct = 108.4

[pwr]
power.density_cell_area_mw_per_mm2 = 1243
post-layout-total-power_uw = 424.5
leakage_nw = 0.1510
vdd_drop_max_mv = 0.1750

[job]
cap_violations = 0
tool_warnings = 30

[floorplan]
dieArea_mm2 = 0.006400
floorplan.rows = 21
initCoreUtil = 0.04799
core_mm2 = 0.003416
die_width_um = 80
vertical_die_dimension_um = 80
top_level_ports = 9

[grt]
globalRoute.totalOverflow = 0
groute.usage.overall = 0.01808
grt_pass1_vias = 153
grt_first_pass_wirelength_um = 807
grt_start_max_net_pins = 7
antenna_violations_before_repair = 0

[routing]
detailedRoute.firstIterationViolations = 3
drcViolationCount = 0
antenna_left = 0
total_routed_length_um = 498
avgViaCountPerCell = 2.014
antenna-diode-count = 0
vias = 149
detail_route.wl_per_cell_um = 6.730
drt_pre_antenna_iters = 2

[cts]
worst_path_clk_slew_ps = 30
clock_latency_ps = 280
numCtsBuffers = 3
numClockSinks = 4
tritoncts = "done"
clock_buffer_depth = 2
h-tree-depth = 1
cts_root_buffer = "sky130_fd_sc_hd__clkbuf_4"

[placed_design]
dpl_worst_slack_ps = -765.4
dp.cells = 68
gp_congestion = 0.7400
numPortBuffers = 8

[worst_hold_path]
timing.hold.worst.class = "flip-flop to flip-flop"

[critical_path]
critPathMaxFanout = 2
worst-endpoint-arrival_ps = 1680
crit_type = "flip-flop to output pin"
worstPathRequired_ps = 960
critPathCaptureType = "output pin"
worstSetupStartpointType = "flip-flop"

[outcome]
violations = "setup timing"
run_status = "finished, violations left"
==> flip-flops by register name (all words and copies together) (netlist names) <==
register / flops
df1.Q: 1
df1.QP: 1
df2.Q: 1
df2.QP: 1
==> cells by family after synthesis <==
kind of cell           count (synthesis)  synth area share
AND-OR/OR-AND                          5            0.2367
flip-flops                             4            0.6260
buffers and inverters                  3           0.09164
AND/OR/NAND/NOR                        1           0.04582
==> metal layers <==
metal,track usage,part of all wire,vias to the layer above
met3,0.03636,0.33,0
met2,0.01605,0.21,11
met4,0.001761,0,0
met1,0.01667,0.46,64
li1,-,-,74
met5,0,0,-
==> worst paths after layout <==
path                                        from               end  slack [ps]  cells after the start
worst max-delay path            df2.QP$_DFF_NP1_                 Z        -720                      3
worst min-delay path            df1.QP$_DFF_NP1_   df2.Q$_DFF_NP0_         650                      2
worst max register to register  df2.QP$_DFF_NP1_   df2.Q$_DFF_NP0_         220                      3
worst min register to register  df1.QP$_DFF_NP1_   df2.Q$_DFF_NP0_         650                      2
max in group asynchronous                    RST  df1.QP$_DFF_NP1_         240                      2
min in group asynchronous                    RST   df2.Q$_DFF_NP0_         660                      2
==> per-stage QoR <==
| step | hold WS, ps | instance area (µm²) |
|---|---|---|
| floorplan | 482.4 | 165.2 |
| detailed placement | 627.1 | 310.3 |
| CTS | 656.3 | 327.8 |
| global placement | 615.3 | 310.3 |
| finish | 654.7 | 341.6 |
| global route | 677.9 | 341.6 |
==> timing repair <==
item,CTS,global route
setup buffers,1,0
pin swaps,1,0
gates cloned,0,0
hold buffers,0,0
resized,22,7
setup endpoints to repair,9,6
==> final cells by class <==
| type | instances | area [µm²] | area share |
|---|---|---|---|
| flip-flops and latches | 4 | 102.6 | 0.3004 |
| repair buffers | 11 | 90.09 | 0.2637 |
| well taps | 46 | 57.56 | 0.1685 |
| multi-input cells | 6 | 53.80 | 0.1575 |
| clock buffers | 4 | 26.28 | 0.07692 |
| clock inverters | 2 | 7.507 | 0.02198 |
| inverters | 1 | 3.754 | 0.01099 |
==> cell usage in the layout (no fill, tap or decap) <==
cell type / count
sky130_fd_sc_hd__inv_1: 3
sky130_fd_sc_hd__buf_2: 3
sky130_fd_sc_hd__buf_4: 2
sky130_fd_sc_hd__clkdlybuf4s50_1: 1
sky130_fd_sc_hd__a211oi_1: 1
sky130_fd_sc_hd__a211o_1: 1
sky130_fd_sc_hd__a21oi_1: 1
sky130_fd_sc_hd__dfrtn_1: 2
sky130_fd_sc_hd__and2_4: 1
sky130_fd_sc_hd__dfstp_2: 2
sky130_fd_sc_hd__clkbuf_1: 1
sky130_fd_sc_hd__clkbuf_2: 1
sky130_fd_sc_hd__clkbuf_4: 3
sky130_fd_sc_hd__buf_6: 4
sky130_fd_sc_hd__a21o_4: 1
sky130_fd_sc_hd__a21o_2: 1
==> report_power, final <==
| part | switching, mW | internal, mW | total (mW) |
|---|---|---|---|
| Combinational | 0.0221 | 0.0449 | 0.0670 |
| Clock | 0.0702 | 0.134 | 0.204 |
| Sequential | 0.00411 | 0.149 | 0.153 |
| Total | 0.0965 | 0.328 | 0.425 |
==> worst max-delay path: stages, from the launching register on <==
cell and delay, ps:
sky130_fd_sc_hd__dfstp_2 530, sky130_fd_sc_hd__buf_6 90, sky130_fd_sc_hd__a21o_4 100, sky130_fd_sc_hd__buf_6 80
